==> flow/config.mk <==
export PLATFORM = sky130hd
export DESIGN_NAME = rotator100
export DESIGN_NICKNAME = rotator100
export VERILOG_FILES = /design/flow/design.v
export SDC_FILE = /design/flow/constraint.sdc
export NUM_CORES = 4
export LEC_CHECK = 1
export CORE_UTILIZATION = 40
==> flow/constraint.sdc <==
current_design rotator100

set clk_period 16.0
set clk_io_pct 0.2

create_clock -name clk0 -period $clk_period [get_ports {clk}]

set non_clock_inputs [all_inputs -no_clocks]
set_input_delay [expr $clk_period * $clk_io_pct] -clock clk0 $non_clock_inputs
set_output_delay [expr $clk_period * $clk_io_pct] -clock clk0 [all_outputs]
==> flow/design.v <==
module rotator100 (
    input clk,
    input load,
    input [1:0] ena,
    input [99:0] data,
    output reg [99:0] q
);
always @(posedge clk) begin
    if (load)
        q <= data;
    else begin
        case (ena)
            2'b01:   
                q <= {q[0], q[99:1]};
            2'b10:   
                q <= {q[98:0], q[99]};
            default:
                q <= q;
        endcase
    end
end
endmodule
==> flow/run.sh <==
#!/bin/bash
# OpenROAD 26Q1-2900-gdf79404cd8, Yosys 0.63+post, stock flow scripts
make -C /OpenROAD-flow-scripts/flow DESIGN_CONFIG=/design/flow/config.mk WORK_HOME=/design/flow/orfs finish
==> results.tsv <==
stage	metric	value	unit
die	design.portCount	204	
clock_network	clock_tree.buffer_depth	2	
power	cellLeakagePower	2.91	nW
sta	grt_setup_unrepaired	false	
sta	relSlewSlack	44.0	%
yosys	fa_ha_area_share	0	%
critical_path	cpLargestDelayFamily	buffers and inverters	
critical_path	cp_data_arrival_time	5.80	ns
placement	io_buffers	203	
die	die_area	15800	um2
yosys	synth.top_cells.by_area	sky130_fd_sc_hd__edfxtp_1 (49%), sky130_fd_sc_hd__a221o_1 (16%), sky130_fd_sc_hd__nor4bb_1 (15%), sky130_fd_sc_hd__nor2b_1 (9.7%), sky130_fd_sc_hd__buf_2 (3.2%)	
sta	maxSlewViolCount	0	
layout	top_regs	q x100	
sta	fin_crit	5.70	ns
global_route	aggregate_global_route_resource_usage	21.0	%
yosys	mean_cell_area_of_the_mapped_netlist	13.0	um2
worst_hold_path	worstHoldStart	q[79]	
yosys	sequential_fraction_of_the_synthesis_area	49.1	%
yosys	synthesis.instances	469	
yosys	synth-edff-count	100	
clock_network	cts_num_sinks	100	
global_route	grt.met1_usage	35.6	%
sta	skew	0.00414	ns
drt	antenna_cells	0	
critical_path	critPathLaunch	load	
global_route	antenna_found_initial	0	
global_route	global_route.usage.met2	30.5	%
clock_network	cts_tree	yes	
drt	drt-initial-drc-count	344	
yosys	synthMuxAreaShare	0	%
yosys	yosys-top-cells-count	sky130_fd_sc_hd__a221o_1 (100), sky130_fd_sc_hd__edfxtp_1 (100), sky130_fd_sc_hd__nor2b_1 (95)	
die	floorplan.initialDensity	41.5	%
die	placement_row_count	44	
clock_network	post_cts.resized_instances	0	
sta	max_freq	175	MHz
drt	routedWlPerCell	20.0	um
yosys	synthesized_cell_area	6120	um2
layout	layout-drive-gt1-share	4.30	%
global_route	grt_overflow_total	0	
yosys	number_of_warnings_reported_in_the_yosys_synthesis_log	1	
die	die_w	126	um
drt	wl	16300	um
clock_network	tritoncts.num_buffers	9	
clock_network	cts_post_setup_buffers_inserted	0	
run_status	outcome	finished, final reports clean	
placement	gpl.final_weighted_congestion	0.812	
run	maxCapViolCount	0	
drt	firstDrtPassIters	28	
yosys	synth_top_cell_by_area	sky130_fd_sc_hd__edfxtp_1	
critical_path	timing.critical_path.mode_cell	sky130_fd_sc_hd__buf_4	
power	power_density	91.1	nW/um2
global_route	first_global_vias	4328	
clock_network	cts_root_buf	sky130_fd_sc_hd__clkbuf_16	
yosys	yosys_reg_bits	100	
sta	worst_slack	10.30	ns
clock_network	cts-htree-levels	3	
global_route	grt_start_max_net_pins	139	
clock_network	clkSlewWorstSetupHoldPaths	0.07	ns
sta	setup_total_negative_slack	0	ns
die	height_of_the_die	126	um
sta	hold_viol	0	
yosys	netlist_logic_family_top	simple AND/OR/NAND/NOR gates	
critical_path	worst_path_largest_cell_delay	0.79	ns
yosys	synth_chip_area	6120	um2
yosys	synth_simple_gate_area_share	27.3	%
power	post-layout-total-power	0.000756	W
yosys	async_flop_share	0	%
placement	place_hpwl	9890	um
critical_path	worstSetupPathType	in2reg	
worst_hold_path	hold_path.class	reg2reg	
yosys	netlist.area_leader.share	49.1	%
layout	top_register	q	
yosys	yosysUniqueCellTypes	14	
drt	vias	4741	
yosys	compound_area_share	16.4	%
clock_network	holdBufCountCts	0	
drt	vias_per_cell	5.84	
drt	detail-route-antenna-nets	0	
clock_network	clock_insertion_delay_worst_skew	0.35	ns
die	coreArea	14800	um2
drt	drc_errors	0	
yosys	yosys_cell_count	469	
global_route	gr-max-usage-layer	met1	
critical_path	critical_path.endpoint_type	register	
yosys	synth-xor-area-share	0	%
layout	area.growth.synth_to_final	35.7	%
critical_path	ordered_cell_list_for_the_critical_path	clkbuf_8, buf_4, buf_4, nor2b_1, a221o_1	
critical_path	worstSetupStartpointType	input port	
power	worst_ir_drop_vdd	63.1	uV
yosys	flop_cell	sky130_fd_sc_hd__edfxtp_1	
critical_path	critical_path.reg2reg.startpoint	q[69]	
global_route	gr-usage-met3	4.81	%
sta	min_period_over_period	35.6	%
critical_path	path_max_fanout	138	
layout	largest_register_ff_count	100	
run	stage_log_warnings	29	
layout	n_fill_cell	1239	
placement	detailedPlace.worstSlack	9.98	ns
critical_path	critPathRequiredTime	16.10	ns
sta	setup_viol_count_final	0	
critical_path	cp_slowest_cell	sky130_fd_sc_hd__buf_4	
global_route	grt_first_pass_wirelength	24800	um
critical_path	path_buffers	3	
sta	worst_slew_pin_slew	0.839	ns
-- kinds of logic (layout without fill, tap and decap cells) --
kind of cell | after synthesis | count (layout)
simple gates | 203 | 203
compound gates | 100 | 100
flops | 100 | 100
buf+inv | 66 | 225
-- final cells by class --
| type | count | area [um2] | area share, % |
|---|---|---|---|
| sequential | 100 | 3000 | 36.2 |
| tap | 184 | 230 | 2.77 |
| clock buffer | 10 | 229 | 2.76 |
| timing repair buffer | 210 | 2080 | 25.1 |
| clock inverter | 5 | 77.6 | 0.935 |
| multi-input combinational | 303 | 2680 | 32.3 |
-- metal layers --
layer  up-vias  share of wire (%)
li1       2262                  -
met4         0               0.73
met1      2316                 46
met5         -                  0
met3         7                7.2
met2       156                 46
-- power breakdown --
part | switching (W) | leakage (nW) | internal, W
Combinational | 0.0000516 | 1.72 | 0.000118
Clock | 0.0000967 | 0.148 | 0.000136
Sequential | 0.0000244 | 1.04 | 0.000330
-- worst register-to-register path: cells and delay by family, from the launching register on --
family | cells | cell delay, ns
AOI/OAI and AO/OA | 1 | 0.34
and+or+nand+nor | 1 | 0.16
DFF | 1 | 0.44
-- metrics by stage --
| stage | instances | hold slack (ns) | area (um2) | util [%] |
|---|---|---|---|---|
| 2_1_floorplan | 469 | 0.641 | 6120 | - |
| 3_3_place_gp | 797 | 0.712 | 7990 | 54.2 |
| 3_5_place_dp | 797 | 0.702 | 7990 | 54.2 |
| 4_1_cts | 812 | 0.732 | 8300 | 56.3 |
| 5_1_grt | 812 | 0.774 | 8300 | 56.3 |
| 6_report | 812 | 0.726 | 8300 | 56.3 |
-- cell usage in the layout, fill, tap and decap left out --
cell type | Yosys | layout
sky130_fd_sc_hd__and4bb_2 | 2 | 2
sky130_fd_sc_hd__and4bb_1 | 5 | 5
sky130_fd_sc_hd__nor2b_1 | 95 | 95
sky130_fd_sc_hd__clkinvlp_4 | 0 | 1
sky130_fd_sc_hd__nand3b_1 | 1 | 1
sky130_fd_sc_hd__buf_4 | 3 | 8
sky130_fd_sc_hd__clkbuf_8 | 0 | 1
sky130_fd_sc_hd__nand2b_1 | 2 | 1
sky130_fd_sc_hd__bufinv_16 | 0 | 2
sky130_fd_sc_hd__edfxtp_1 | 100 | 100
sky130_fd_sc_hd__buf_2 | 39 | 1
sky130_fd_sc_hd__clkinv_2 | 0 | 2
sky130_fd_sc_hd__and2b_1 | 5 | 5
sky130_fd_sc_hd__clkbuf_16 | 0 | 9
sky130_fd_sc_hd__clkdlybuf4s50_1 | 0 | 200
sky130_fd_sc_hd__nand2b_4 | 0 | 1
sky130_fd_sc_hd__nor4bb_1 | 93 | 93
sky130_fd_sc_hd__a221o_1 | 100 | 100
sky130_fd_sc_hd__clkbuf_1 | 2 | 1
-- worst paths after layout --
| kind | endpoint | slack, ns | depth (start not counted) |
|---|---|---|---|
| min | q[78] | 0.73 | 2 |
| max reg2reg | q[68] | 14.81 | 2 |
| max | q[19] | 10.30 | 5 |
| min reg2reg | q[78] | 0.73 | 2 |
No activity file was given, so power comes from the tool's default toggle rates.
