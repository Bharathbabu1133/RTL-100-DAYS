--- design/flow/constraint.sdc ---
current_design clock12

set clk_period 3.6
set clk_io_pct 0.2

create_clock -name clk0 -period $clk_period [get_ports {clk}]

set non_clock_inputs [all_inputs -no_clocks]
set_input_delay [expr $clk_period * $clk_io_pct] -clock clk0 $non_clock_inputs
set_output_delay [expr $clk_period * $clk_io_pct] -clock clk0 [all_outputs]
--- design/flow/design.v ---
module clock12 (
    input clk,
    input reset,
    input ena,
    output reg pm,
    output reg [7:0] hh,
    output reg [7:0] mm,
    output reg [7:0] ss
);
always @(posedge clk) begin
    if (reset) begin
        hh <= 8'h12;
        mm <= 8'h00;
        ss <= 8'h00;
        pm <= 0;
    end
    else if (ena) begin
        if (ss == 8'h59) begin
            ss <= 8'h00;
            if (mm == 8'h59) begin
                mm <= 8'h00;
                if (hh == 8'h11) begin
                    hh <= 8'h12;
                    pm <= ~pm;
                end
                else if (hh == 8'h12) begin
                    hh <= 8'h01;
                end
                else begin
                    if (hh[3:0] == 4'd9) begin
                        hh[3:0] <= 0;
                        hh[7:4] <= hh[7:4] + 1;
                    end
                    else begin
                        hh[3:0] <= hh[3:0] + 1;
                    end
                end
            end
            else begin
                if (mm[3:0] == 4'd9) begin
                    mm[3:0] <= 0;
                    mm[7:4] <= mm[7:4] + 1;
                end
                else begin
                    mm[3:0] <= mm[3:0] + 1;
                end
            end
        end
        else begin
            if (ss[3:0] == 4'd9) begin
                ss[3:0] <= 0;
                ss[7:4] <= ss[7:4] + 1;
            end
            else begin
                ss[3:0] <= ss[3:0] + 1;
            end
        end
    end
end
endmodule
--- design/flow/config.mk ---
export PLATFORM = sky130hd
export DESIGN_NAME = clock12
export DESIGN_NICKNAME = clock12
export VERILOG_FILES = /design/flow/design.v
export SDC_FILE = /design/flow/constraint.sdc
export NUM_CORES = 4
export LEC_CHECK = 1
export CORE_AREA = 10 10 99 99
export DIE_AREA = 0 0 109 109
--- design/flow/run.sh ---
#!/bin/bash
# OpenROAD 26Q1-2900-gdf79404cd8, Yosys 0.63+post, stock flow scripts
make -C /OpenROAD-flow-scripts/flow DESIGN_CONFIG=/design/flow/config.mk WORK_HOME=/design/flow/orfs finish
==> impl_metrics.csv <==
group,metric,value,unit
place,postPlaceCellArea,1730,um^2
route,drtAntennaViolNets,0,
yosys,yosys_area,1350,um^2
critical_path,cp-end-kind,"register",
place,placed_cells,286,
final_timing,tightest_slew,0.429,ns
global_route,grt_max_degree,28,
route,wl,3110,um
final_timing,rsz0062_at_grt,"no",
yosys,ys.flops,25,
yosys,yosysTopAreaCell,"dfxtp_1",
final_layout,fin_area,1780,um^2
clocking,cts.path.max_buffers,2,
global_route,grt_overflow_total,0,
route,first_pass_iters,4,
clocking,cts_tree,"yes",
place,hpwl,2390,um
clocking,clk_pin_slew,0.08,ns
clocking,cts_max_level,1,
yosys,synthTopCellsByArea,"dfxtp_1 (37%), ha_1 (9.3%), nor2_1 (6.4%)",
final_timing,finClkSkew,0.00357,ns
pwr,power,0.465,mW
global_route,grt_pass1_vias,1014,
clocking,cts_hold_buf,0,
global_route,antenna_found_initial,0,
final_layout,drive_gt1_share,4.79,%
final_timing,fin_crit_sh,68.1,%
place,io_buffers,27,
global_route,grt_pass1_wl,5150,um
yosys,syn-cell-area,1350,um^2
floorplan,rows,32,
flow_run,warning_count,30,
final_timing,setup_violations,0,
route,drt_iter0_markers,41,
pwr,p_leak,0.612,nW
floorplan,die-width,109,um
floorplan,fp.coreArea,7730,um^2
route,n_antenna_cell,0,
final_layout,fin_cells,290,
yosys,avgSynthCellArea,8.30,um^2
yosys,ys_seq_share,37.0,%
hold_path,hp-class,"register to register",
clocking,clk_latency,0.26,ns
final_timing,relSlewSlack,71.4,%
floorplan,chip_area,11900,um^2
final_timing,fin_setup_tns,0,ns
floorplan,design.portCount,28,
critical_path,arrival,2.65,ns
pwr,peakVddDrop,0.000146,V
route,wl_per_cell,10.7,um
floorplan,die_h,109,um
final_timing,fin_crit,2.45,ns
final_layout,utilization,23.0,%
yosys,yosys_warnings,1,
place,finalWeightedCongestion,0.769,
yosys,async_flop_share,0,%
route,viasPerCell,4.07,
route,drt_drc_violations_left,0,
route,vias,1181,
final_timing,fmax,408,MHz
final_layout,area_growth,31.4,%
clocking,postCtsSetupRepairBufs,0,
yosys,synth-edff-count,0,
yosys,ys_cells,163,
critical_path,criticalPathCategory,"input pin to register",
final_timing,final_max_slew_viol_count,0,
final_timing,finalHoldViolations,0,
yosys,flop_cell,"dfxtp_1",
clocking,post_cts_resized,0,
yosys,syn_inst,163,
yosys,synth_top_area_share,37.0,%
critical_path,crit_required,3.80,ns
yosys,yosysUniqueCellTypes,35,
clocking,cts.sinks,25,
floorplan,fp_util,17.5,%
clocking,cts-root-buf,"clkbuf_8",
clocking,cts_buffers,3,
global_route,grt_use_total,5.26,%
pwr,p_per_area,262,nW/um^2
critical_path,timing.critical_path.fanout_max,8,
flow_run,max_cap_viol_count,0,
critical_path,start_kind,"input pin",
outcome,status,"finished clean",
==> metal layers <==
| layer | GRT usage [%] | part of all wire [%] | wire, um |
|---|---|---|---|
| met2 | 7.33 | 42 | 1310 |
| met5 | 0 | 0 | 0 |
| met1 | 8.10 | 51 | 1590 |
| met4 | 0.565 | 0.93 | 29 |
| met3 | 1.43 | 5.7 | 177 |
==> cells in the final DEF, fill, tap and decap left out, types with 2 or more instances in the layout <==
cell type        count
clkdlybuf4s50_1     27
dfxtp_1             25
nor2_1              23
a21oi_1             14
nand2_1             10
ha_1                10
nor3_1               9
o21ai_0              8
inv_1                7
nor2b_1              5
xor2_1               5
nand3_1              5
nand3b_1             4
or3_1                3
or4_1                3
clkbuf_8             3
nand4b_1             2
mux2i_1              2
xnor2_1              2
o31ai_1              2
nand4_1              2
buf_4                2
==> area by class of cell <==
| type | count | area, um^2 |
|---|---|---|
| clock buffer | 4 | 45.0 |
| fill | 830 | 5950 |
| inverter | 7 | 26.3 |
| multi-input combinational | 123 | 792 |
| sequential | 25 | 500 |
| tap | 102 | 128 |
| timing repair buffer | 29 | 285 |
==> where the power goes <==
group          internal, mW  switching, mW  leakage (nW)
clock                0.0790         0.0850        0.0228
combinational       0.00995        0.00967         0.387
sequential            0.278        0.00298         0.202
==> per-stage QoR <==
stage | setup WS, ns | hold WS, ns
2_1_floorplan | 1.44 | 0.449
5_1_grt | 1.04 | 0.528
3_3_place_gp | 0.906 | 0.480
3_5_place_dp | 0.871 | 0.495
4_1_cts | 1.15 | 0.509
6_report | 1.15 | 0.501
==> critical path, stage by stage <==
cell and delay [ns]:
clkdlybuf4s50_1 0.60, nand4b_1 0.19, or3_1 0.48, or4_1 0.53
a21oi_1 0.14
==> final timing paths <==
| kind | startpoint | to | slack (ns) | cells after the start |
|---|---|---|---|---|
| worst min-delay path | ss[7] | ss[7] | 0.50 | 2 |
| worst max-delay path | ena | mm[7] | 1.15 | 5 |
| worst max register to register | hh[4] | hh[7] | 1.45 | 6 |
| worst min register to register | ss[7] | ss[7] | 0.50 | 2 |
==> cells by family after synthesis <==
| group | count (synthesis) | synth area share (%) |
|---|---|---|
| DFF | 25 | 37.0 |
| adders and majority gates | 10 | 9.25 |
| and+or+nand+nor | 75 | 30.8 |
| buffers and inverters | 15 | 4.44 |
| muxes | 2 | 1.48 |
| xor gates and xnor gates | 7 | 4.53 |
| AOI/OAI and AO/OA | 29 | 12.5 |
==> Yosys cell counts, types with 2 or more instances <==
cell      number
o31ai_1        2
o21ai_0        8
nand4_1        2
nor2b_1        5
inv_1          7
xnor2_1        2
dfxtp_1       25
nand2_1       10
nor3_1         9
nand3_1        5
xor2_1         5
ha_1          10
mux2i_1        2
a21oi_1       14
nand4b_1       2
or3_1          3
or4_1          3
clkbuf_1       7
nor2_1        23
nand3b_1       4
==> registers in the layout (all words and copies together) (netlist names) <==
name,flops
hh,8
mm,8
pm,1
ss,8
Power is estimated from default activity; no workload was simulated.
