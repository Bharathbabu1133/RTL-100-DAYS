==> flow/design.v <==
module fall_capture_32bit (
    input  wire        clk,
    input  wire        reset,
    input  wire [31:0] in,
    output reg  [31:0] out
);
    reg [31:0] in_d;
    always @(posedge clk) begin
        if (reset) begin
            out  <= 32'b0;
            in_d <= in;
        end else begin
            out  <= out | (in_d & ~in);
            in_d <= in;
        end
    end
endmodule
==> flow/run.sh <==
#!/bin/bash
# OpenROAD 26Q1-2900-gdf79404cd8, Yosys 0.63+post, stock flow scripts
make -C /OpenROAD-flow-scripts/flow DESIGN_CONFIG=/design/flow/config.mk WORK_HOME=/design/flow/orfs finish
==> flow/config.mk <==
export PLATFORM = sky130hd
export DESIGN_NAME = fall_capture_32bit
export DESIGN_NICKNAME = fall_capture_32bit
export VERILOG_FILES = /design/flow/design.v
export SDC_FILE = /design/flow/constraint.sdc
export NUM_CORES = 4
export LEC_CHECK = 1
export CORE_UTILIZATION = 30
==> flow/constraint.sdc <==
current_design fall_capture_32bit

set clk_period 1.0
set clk_io_pct 0.2

create_clock -name clk0 -period $clk_period [get_ports {clk}]

set non_clock_inputs [all_inputs -no_clocks]
set_input_delay [expr $clk_period * $clk_io_pct] -clock clk0 $non_clock_inputs
set_output_delay [expr $clk_period * $clk_io_pct] -clock clk0 [all_outputs]
==> out/metrics.cfg <==
[setup_path]
crit_family = flip-flops
slowest_delay_ns = 0.32
reg2reg_to = out[9]
reg2reg_depth = 3
r2r_start = out[9]
ff2ff_setup_slack_ns = 0.37
critical-path-slowest-cell = dfxtp_2
cp.required_ns = 0.80
worstSetupEndpointType = output port
crit_path_max_fanout = 2
crit_type = flop to output port
critPathLaunchType = flop
timing.critical_path.arrival_ns = 0.75
path_buffers = 1
crit_chain = buf_2

[final_layout]
layout_top_cell = clkdlybuf4s50_1
syn_to_final_growth_pct = 43.55
fin_util_pct = 45.69
final.fill_count = 564
drive_gt1_share_pct = 33.33
finalNonFillerCells = 315

[clock_network]
htreeDepth = 3
clk_pin_slew_ns = 0.06
cts_buffers = 9
clock-root-buffer = clkbuf_8
clock-sinks = 64
cts.path.max_buffers = 2
hold_buffers = 0
cts_tree = built
clk_latency_ns = 0.33

[floorplanning]
die_w_um = 79.36
ioPinCount = 66
coreArea_sq_um = 5642
fp-row-count = 27
chip_area_sq_um = 6298
fp.dieH_um = 79.36
initCoreUtil_pct = 31.83

[flow_run]
warning_count = 25
maxCapViolations = 0

[grt]
track_usage_pct = 10.36
grtUsageMet2_pct = 15.00
grt-ovfl-total = 0
antenna_found_initial = 0
gr-usage-met1_pct = 14.10
grt_pass1_vias = 1137
grt_pass1_wl_um = 4843
top_usage_layer = met2
use_met3_pct = 5.718
grt_max_degree = 18

[synthesis]
synth_cell_types = 5
mux_share_pct = 0
adder_share_pct = 0
yosys.area_share.xor_xnor_pct = 0
yosysSeqAreaShare_pct = 71.36
synth_area_leader_cell = dfxtp_1
top_area_share_pct = 71.36
ys_cells = 163
ys_sh_aoi_pct = 8.920
logic_family = simple AND/OR/NAND/NOR gates
yosys-stat-area_sq_um = 1795
simple_gate_share_pct = 11.15
top_cells_by_area = dfxtp_1, nand2b_1, a21oi_1
ys_ff = 64
syn_inst = 163
yosysWarnings = 1
synth.avg_cell_area_sq_um = 11.02
synth_area_sq_um = 1795

[min_path]
whs_path_depth = 1
worstHoldEndpoint = in_d[21]
holdCritStartpoint = in[21]
hold_path.class = primary input to flop

[final_timing]
slew_headroom_pct = 87.50
holdWs_ns = 0.3332
finalMaxSlewViolations = 0
fin_skew_ns = 0.003751
min_period_ns = 0.9508
fmax_mhz = 1052
rsz0062_at_grt = no
finalSetupViolations = 0
worst_pin_slew_ns = 0.1875
hold_violations = 0
fin_tns_setup_ns = 0
finalCritPeriodShare_pct = 95.08

[pwr]
power_frac_comb_pct = 7.0
fin_total_pwr_mw = 5.007
p_sw_mw = 1.027
switching_share_pct = 20.51
vdd_drop_max_v = 0.001223
seqPwrFrac_pct = 55.5
power_frac_clock_pct = 37.5
p_per_area_nw_per_um2 = 1943
p_int_mw = 3.980
p_leak_nw = 1.131

[route]
first_pass_iters = 2
num_vias = 1226
antenna_cells = 0
viasPerCell = 3.892
drtIter0Drc = 44
wl_per_cell_um = 9.219
ant_nets = 0
drt-total-wl_um = 2904
post-route-drc-count = 0

[placed_design]
gp_congestion = 0.6906
place_hpwl_um = 2029
post-place-cells = 299
numPortBuffers = 65

[run_status]
status = finished clean

metrics by stage:
step / instance area (sq um) / worst slack (ns)
global route: 2577 / 0.003484
global placement: 2517 / -0.08392
detailed placement: 2517 / -0.1039
CTS: 2577 / 0.02271
finish: 2577 / 0.04915
floorplan: 1795 / 0.4877
worst max path at each step:
stage     endpoint    start  cells after the start
4_1_cts    out[31]  out[31]                      1
5_1_grt    out[11]  out[11]                      1
6_report   out[19]  out[19]                      1
state kept, by name, summed over array words and instances, names as in the netlist:
register,count
in_d,32
out,32
cell type report:
| class | count | area [sq um] | share of cell area [%] |
|---|---|---|---|
| repair buffers | 68 | 513.0 | 19.90 |
| flip-flops and latches | 64 | 1321 | 51.26 |
| well taps | 72 | 90.09 | 3.495 |
| multi-input cells | 64 | 360.3 | 13.98 |
| inverters | 32 | 120.1 | 4.660 |
| clock inverters | 3 | 17.52 | 0.6796 |
| clock buffers | 12 | 155.1 | 6.019 |
power by group through the flow:
stage | Combinational [mW] | Clock, mW | Sequential, mW
4_1_cts | 0.361 | 1.96 | 2.78
5_1_grt | 0.402 | 2.09 | 2.80
6_report | 0.351 | 1.88 | 2.78
routing by layer:
metal  routed length, um  vias up
li1                    -      646
met1                1337      528
met4                  54        0
met5                   0        -
met3                 327        5
met2                1184       47
synth_stat cells:
master	instances
dfxtp_1	64
nand2b_1	32
inv_1	32
a21oi_1	32
buf_6	3
cell families after synthesis:
logic type | count (synthesis)
AOI/OAI and AO/OA | 32
DFF | 64
and+or+nand+nor | 32
buffers and inverters | 35
repair_timing:
action | in CTS | in global routing
buffers inserted | 1 | 0
resized | 128 | 0
endpoints found under the setup margin | 32 | 0
Power figures rest on the tool's default switching activity, not on a simulated workload.
